==> flow/design.v <==
module ecc(
	in_data,
  	in_ham_gr,
  	out_data,
);
  parameter DATA_WIDTH = 8;
  parameter DATA_W_LOG = $clog2(DATA_WIDTH);
  parameter HAMMING_GROUP = DATA_W_LOG+(DATA_WIDTH+DATA_W_LOG)/(2**DATA_W_LOG);
  output reg	[DATA_WIDTH-1: 0]					out_data;
  input			[DATA_WIDTH-1 : 0] 					in_data;
  input			[HAMMING_GROUP-1 : 0]				in_ham_gr;
  reg			[DATA_WIDTH+HAMMING_GROUP-1:0]		conv_in_data;
  reg			[DATA_WIDTH+HAMMING_GROUP-1:0]		corrected_data;
  reg			[HAMMING_GROUP-1 : 0]				c_hamm_gr;
  wire												single_error;
  reg			[DATA_WIDTH+HAMMING_GROUP-1:0]		hamm_arr 			[HAMMING_GROUP-1 : 0];
  assign single_error = |c_hamm_gr;
  task build_mask;
  integer i;
  integer j;
  begin
		hamm_arr[0] = 32'd0;
		 for(i = 0; i < HAMMING_GROUP; i = i+1)
		 begin
			hamm_arr[i] = 0;
			for(j = 1; j < DATA_WIDTH+HAMMING_GROUP+1; j = j + 1)
			  if(j[i])
				hamm_arr[i] = hamm_arr[i]|(1 << (j-1)); 
		 end
  end	 
  endtask
  integer a;
  integer h = 0;
  integer d = 0;
  integer number_d = 0;
  integer curr_d = 0;
  initial begin
	build_mask();
  end
  always @ *
    begin	: build_convinient_data_form
      for(a = 1; a <= DATA_WIDTH+HAMMING_GROUP; a = a + 1)
        begin
          if(!h)
            begin
            	conv_in_data[a-1] <= in_ham_gr[h];
              	h = h + 1;
            end
          else if(!curr_d)
            begin
              conv_in_data[a-1] <= in_ham_gr[h];
              h = h+1;
              number_d = number_d*2+1;
              curr_d = number_d;
            end
          else
            begin
              conv_in_data[a-1] <= in_data[d];
			  out_data[d] = corrected_data[a-1];
              curr_d = curr_d -1;
              d = d + 1;
            end
        end
      	h = 0;
   		d = 0;
  		number_d = 0;
 		curr_d = 0;
    end 
	integer h_g;
	always@ *
	begin
		for(h_g = 0; h_g < HAMMING_GROUP; h_g = h_g + 1)
		begin
			c_hamm_gr[h_g] =  ^(conv_in_data&hamm_arr[h_g][DATA_WIDTH+HAMMING_GROUP-1:0]);
		end
	end
integer t;
  always @ *
    begin	: correct_data
      for(t = 1; t < DATA_WIDTH+HAMMING_GROUP+1; t = t + 1)
      begin
		if(t == c_hamm_gr)
			corrected_data[t-1] = !conv_in_data[t-1];
		else
			corrected_data[t-1] = conv_in_data[t-1];
      end
    end 
endmodule
==> flow/run.sh <==
#!/bin/bash
# OpenROAD 26Q1-2900-gdf79404cd8, Yosys 0.63+post, stock flow scripts
make -C /OpenROAD-flow-scripts/flow DESIGN_CONFIG=/design/flow/config.mk WORK_HOME=/design/flow/orfs finish
==> flow/config.mk <==
export PLATFORM = sky130hd
export DESIGN_NAME = ecc
export DESIGN_NICKNAME = ecc
export VERILOG_FILES = /design/flow/design.v
export SDC_FILE = /design/flow/constraint.sdc
export NUM_CORES = 4
export LEC_CHECK = 1
export CORE_AREA = 10 10 70 70
export DIE_AREA = 0 0 80 80
==> flow/constraint.sdc <==
current_design ecc

set clk_period 3.3
set clk_io_pct 0.2

create_clock -name clk0 -period $clk_period

set non_clock_inputs [all_inputs -no_clocks]
set_input_delay [expr $clk_period * $clk_io_pct] -clock clk0 $non_clock_inputs
set_output_delay [expr $clk_period * $clk_io_pct] -clock clk0 [all_outputs]
==> run notes <==
Status of the implementation.

- Along the worst path, the maximum fanout reaches 7.
- In this run the tightest slew margin relative to its limit is between 80% and 90%.
- The top cell type in the final layout, fill and taps aside, is sky130_fd_sc_hd__buf_4.
- For this run the detailed placement stage logged an HPWL of 956.8 um.
- The worst hold margin is 1.774 ns, for reference.
- IR analysis of the VDD net gives a maximum drop of between 0.1 and 0.15 mV.
- The ratio of final minimum period to clock period is between 90% and 100%, for reference.
- The synthesized design spends more area on one cell type than any other, namely sky130_fd_sc_hd__xnor3_1.
- The power consumption is around 0.28 mW, for reference.
- The power report shows net switching accounting for 36.25% of the total.
- For reference, the final report shows the max-slew violation count at 0.
- The count of unresolved DRC violations after routing is 0, for reference.
- The worst slack after detailed placement is -0.4441 ns, for reference.
- The proportion of power drawn by flip-flops and latches is 0%, for reference.
- The chip area is between 6000 and 7000 um2, for reference.
- The synthesis report lists the Yosys warning total as 2.
- The final critical delay including setup and external delays is ~3.2 ns, for reference.
- Synthesis produced 30 cells.
- The via count of the first global-routing pass is roughly 380, for reference.
- The final antenna diode tally reported by the flow is 0.
- The total of fill cells in the finished design is ~370, for reference.
- The kind of critical path is in2out, for reference.
- The finished cells cover roughly 890 um2.
- The top cell types in the final layout, fill and taps aside, are sky130_fd_sc_hd__buf_4, sky130_fd_sc_hd__dlygate4sd2_1, sky130_fd_sc_hd__xor2_1, sky130_fd_sc_hd__xnor3_2.
- The number of antenna violations at the first check in global routing is 0, for reference.
- The nature of the critical path startpoint is an input port, for reference.
- Before any placement, the netlist area is recorded as 394.1 um2.
- The first-pass GRT wire length is approximately 1800 um, for reference.
- The worst setup path is captured at an output port.
- The area recorded from the Yosys report for this design is about 390 um2.
- The switching power of the nets is 0.1002 mW, for reference.
- Setup repair after global routing left no endpoint under its margin.
- The maximum frequency from static timing analysis is 313.3 MHz, for reference.
- The stage-log warning count is 33, for reference.
- The via density per instance is between 3 and 4, for reference.
- In this run the mean area of a mapped cell was ~13 um2.
- The count of input and output buffers is 20, for reference.
- The fraction of final layout cells with drive strength greater than 1 is 59.15%, for reference.
- The transition time at the pin with the least slew margin is approximately 0.27 ns, for reference.
- For reference, the final report shows the hold violation count at 0.
- The slowest stage cell on the critical path is sky130_fd_sc_hd__xnor3_2, for reference.
- The area share of the largest cell type after synthesis is 17.14%, for reference.
- The critical path's most frequent cell is sky130_fd_sc_hd__dlygate4sd2_1, for reference.
- The number of instances in the placed design is about 110, for reference.
- The run finished with clean final reports.
- After detailed routing, the total wire length is about 1200 um.
- The data required time of the worst path is ~2.6 ns, for reference.
- Per the summary, power density relative to cell area is 310.0 nW/um2.
- The finished layout holds 117 standard cells, fillers aside.
- The layout-stage area growth over the synthesis result is 126.3%, for reference.
- The worst endpoint data arrival time is between 2 and 3 ns, for reference.
- Hold repair after CTS inserted 0 buffers.
- For this sky-water flow run, the detailed-routed wirelength per cell is reported as ~10 um.
- The post-route utilization of the core is recorded as between 20% and 30%.
- Internal power comes to about 0.18 mW.
- The largest incremental delay on the critical path is ~0.55 ns, for reference.
- The layout report lists the combined flip-flop and latch area as 0 um2.
- The path category of the worst min-delay check is in2out, for reference.
- Summing all placed instances gives a cell area of approximately 730 um2.
- The final route contains 361 vias.
- The max-cap violation count is 0, for reference.
- The clock network is responsible for 0% of the overall power.
- The setup slack of the critical path after layout is around 0.11 ns, for reference.
- The violation count after the first detailed-route iteration is 0, for reference.
- By area the synthesized netlist is led by sky130_fd_sc_hd__xnor3_1, sky130_fd_sc_hd__xnor2_1, sky130_fd_sc_hd__xor2_1, sky130_fd_sc_hd__xnor2_4, sky130_fd_sc_hd__and4bb_2.
- The leakage power summed over all cells is 0.4230 nW, for reference.
- The detailed-router iteration count before antenna repair is 1, for reference.
- The share of the Yosys chip area taken by registers is 0%.
- Entering global routing, the biggest net connects 8 pins.
- Measured along the y axis, the die boundary spans approximately 80 um.
- 20 I/O pins were placed.
- The initialized floorplan defines 21 standard-cell rows.
- Yosys mapped the design onto 14 distinct sky130hd cell types.
- The horizontal die dimension reported for this design is around 80 um.
- The floorplan step records an initial core utilization of a little under an eighth.
- The region available for standard cell placement spans roughly 3400 um2.
- After synthesis, the design contains 30 cells according to Yosys.
- Nets still carrying antenna violations after routing amount to 0.
- The total overflow left after global routing is 0.
- Total global-route track usage over all layers is 3.399%.
- The sequential cell count is 0, for reference.
- The fraction of power consumed by combinational cells is 100.0%, for reference.
- Routability-driven placement finished with a final weighted congestion of about 0.76.
- The accumulated negative setup slack is 0 ns, for reference.
- The total of endpoints with negative setup slack in the final report is 0, for reference.
- Per the layout report, the design carries 0 clock buffers.
- The cell sequence reported for the critical path is dlygate4sd2_1, xnor2_2, xnor3_2, buf_4, nor4_4, xor2_1, dlygate4sd2_1.
Yosys cell counts:
cell,n
sky130_fd_sc_hd__xnor3_1,3
sky130_fd_sc_hd__xnor2_1,7
sky130_fd_sc_hd__nand4_1,2
sky130_fd_sc_hd__xor3_1,1
sky130_fd_sc_hd__xnor3_2,1
sky130_fd_sc_hd__and4bb_2,2
sky130_fd_sc_hd__xnor2_4,1
sky130_fd_sc_hd__xor2_1,7
sky130_fd_sc_hd__nor4b_2,1
sky130_fd_sc_hd__nor4b_4,1
sky130_fd_sc_hd__mux2_1,1
sky130_fd_sc_hd__xnor2_2,1
sky130_fd_sc_hd__nor3b_2,1
sky130_fd_sc_hd__nor4_2,1
path summary, 6_finish.rpt:
check | from | to | slack, ns | depth (start not counted)
setup / recovery | in_data[0] | out_data[1] | 0.11 | 7
hold / removal | in_data[3] | out_data[3] | 1.77 | 4
cell families (layout without fill, tap and decap cells):
| family | Yosys count | after routing | synth area share [%] |
|---|---|---|---|
| xor gates and xnor gates | 21 | 21 | 71.43 |
| and+or+nand+nor | 8 | 8 | 25.71 |
| muxes | 1 | 1 | 2.857 |
| buffers and inverters | 0 | 41 | 0 |
area by class of cell:
class                           count  area (um2)  share of cell area (%)
Timing Repair Buffer               41       347.8                   38.99
Multi-Input combinational cell     30       486.7                   54.56
Tap cell                           46       57.56                   6.452
power by group through the flow:
stage | Sequential, mW | Combinational (mW) | Clock [mW]
finish | 0 | 0.277 | 0
global route | 0 | 0.297 | 0
CTS | 0 | 0.238 | 0
metal layers:
metal | track usage (%) | up-vias | routed length (um)
li1 | - | 197 | -
met1 | 3.914 | 158 | 472
met2 | 6.180 | 6 | 633
met3 | 0.7955 | 0 | 59
met4 | 0.7042 | 0 | 0
met5 | 0 | - | 0
critical path, delay by kind of cell:
kind	cells	cell delay, ns
xor+xnor	3	0.95
simple gates	1	0.26
buf+inv	3	0.67
what timing repair did:
item                                    CTS  global route
pin swaps                                16            10
gates resized                            34             5
setup buffers                             3             8
endpoints found under the setup margin    8             3
Power and IR drop assume default switching activity.
