`/design/flow/constraint.sdc`:
```
current_design cpu_top

set clk_period 5.2
set clk_io_pct 0.2

create_clock -name clk0 -period $clk_period [get_ports {clk}]

set non_clock_inputs [all_inputs -no_clocks]
set_input_delay [expr $clk_period * $clk_io_pct] -clock clk0 $non_clock_inputs
set_output_delay [expr $clk_period * $clk_io_pct] -clock clk0 [all_outputs]
```
`/design/flow/design.v`:
```
module accumulator (
    DataIn,
    DataOut,
    en,
    clr,
    clk,
    rst
    );
    input       [7:0]   DataIn;
    input               en;
    input               clk;
    input               clr;
    input               rst;
    output reg [7:0]    DataOut;
    always @ (posedge clk or posedge rst)
    begin
        if(rst)
        begin
            DataOut <= 8'h00;
        end
        else
        begin
            if(clr)
            begin
                DataOut <= 8'h00;
            end
            else if(en)
            begin
                DataOut <= DataIn;
            end
        end
    end
endmodule
module adder(
	term_a,
	term_b,
	sum,
	carry_in,
    carry_out
	);
	parameter N = 8;
	input		[N-1:0]		term_a;
	input		[N-1:0]		term_b;
    input                   carry_in;
	output reg	[N-1:0]		sum;
	output reg				carry_out;
	always @ *
	begin
		{carry_out, sum} = term_a + term_b + carry_in;
	end
endmodule
module cpu_fsm(
    wr_e,
    re_e,
    o_en,
    clk,
    rst,
    data,
    address,
    clr_acc,
    en_acc,
    operand_a,
    operand_b,
    carry_flag,
    carry_f_in,
    carry_en,
    substrate,
    zero
);
input       [7:0]   data;
input               clk;
input               rst;
input               carry_f_in;
input               zero;
output wire [15:0]  address;
output wire         wr_e;
output wire         re_e;
output wire         o_en;
output wire         clr_acc;
output reg  [7:0]   operand_a;
output wire         en_acc;
output wire [1:0]   operand_b;
output wire         carry_flag;
output wire         carry_en;
output wire         substrate;
reg         [2:0]   state_counter;
reg         [7:0]   instr_reg;
reg         [7:0]   address_h_reg;
reg         [7:0]   address_l_reg;
reg         [15:0]  pc;
reg         [15:0]  sp;
reg                 carry;
wire        [2:0]   state;
wire                addr_source;
wire                pc_inc;
wire                rst_state;
wire                pc_rw;
parameter  [7:0]   NOP = 8'b0000_0000;           
parameter  [7:0]   NAC = 8'b0000_0001;           
parameter  [7:0]   LME = 8'b0001_0000;           
parameter  [7:0]   SME = 8'b0001_0001;           
parameter  [7:0]   SUM = 8'b0010_0000;           
parameter  [7:0]   SMC = 8'b0010_0001;           
parameter  [7:0]   SUB = 8'b0010_0010;           
parameter  [7:0]   SBB = 8'b0010_0011;           
parameter  [7:0]   VAD = 8'b0010_0100;           
parameter  [7:0]   VAI = 8'b0010_0101;           
parameter  [7:0]   JMP = 8'b0100_0000;           
parameter  [7:0]   JMZ = 8'b0100_0010;           
parameter  [7:0]   JMC = 8'b0100_0100;           
parameter  [7:0]   JNZ = 8'b0100_0011;           
parameter  [7:0]   JNC = 8'b0100_0111;           
parameter  [7:0]   FNH = 8'b1000_0000;           
parameter  [3:0]  READ_M_1  = 3'b001;
parameter  [3:0]  READ_M_2  = 3'b010;
parameter  [3:0]  READ_M_3  = 3'b011;
parameter  [3:0]  DECODE    = 3'b100;
parameter  [3:0]  CONTROL   = 3'b101;
    assign address      = (addr_source) ? {address_h_reg, address_l_reg} : pc;           
    assign carry_flag   = carry;                                                         
    assign rst_state    = ((state == READ_M_1 & !data[7:1]) || state == CONTROL);        
    assign state        = state_counter;
    assign substrate    = ((state == CONTROL) && (instr_reg == SUB || instr_reg == SBB));
    assign operand_b[1] = ((state == DECODE || state == CONTROL) && (instr_reg == VAD));                     
    assign operand_b[0] = ((state == DECODE || state == CONTROL) && (instr_reg == LME || instr_reg == VAI)); 
    assign carry_en     = ((state == DECODE || state == CONTROL) && (instr_reg == SMC || instr_reg == SBB || instr_reg == VAI));  
    assign wr_e         = (state == DECODE && instr_reg == SME);                                             
    assign re_e         = ((state == READ_M_1 || state == READ_M_2 || state == READ_M_3 || (state == DECODE && (instr_reg == LME || instr_reg[5]))));
    assign o_en         = re_e;
    assign addr_source  = (((state == DECODE || state == CONTROL) && (instr_reg == LME || instr_reg[5])) || (state == DECODE && instr_reg == SME));
    assign en_acc       = ((state == CONTROL && (instr_reg == LME || instr_reg[5] )));                       
    assign clr_acc      = (state == READ_M_1 && data == NAC);                                                
    assign pc_inc       = (state == READ_M_1 || state == READ_M_2 || state == READ_M_3);                     
    assign pc_rw        = (state == CONTROL && ((instr_reg == JMZ && zero) || (instr_reg == JNZ && !zero) || (instr_reg == JMC && carry) || (instr_reg == JNC && !carry)||(instr_reg == JMP)));
    always @ (posedge clk or posedge rst)
    begin   :   state_cntr
        if(rst) state_counter   <= 3'b001;
        else
            if(!rst_state)  state_counter <= state_counter + 1; 
            else            state_counter <= 3'b001;
    end
    always @ (posedge clk or posedge rst)
    begin   :   Program_counter
        if(rst) pc   <= 16'b0000_0000_0000_0000;
        else if(pc_inc)  pc <= pc + 1;                               
        else if(pc_rw)   pc <= {address_h_reg, address_l_reg};       
    end
    always @ (posedge clk or posedge rst)
    begin   :   OUTPUT_LOGIC
        if(rst)
        begin
            instr_reg       <= 8'b0000_0000;
            address_h_reg   <= 8'b0000_0000;
            address_l_reg   <= 8'b0000_0000;
            operand_a       <= 8'b0000_0000;
            sp              <= 16'b0000_0000_0000_0000;
            carry           <= 1'b0;
        end
    else
        case(state)
            READ_M_1    :   instr_reg       <= data;                                     
            READ_M_2    :   address_h_reg   <= data;                                     
            READ_M_3    :   address_l_reg   <= data;                                     
            DECODE      :   if(instr_reg[5] || instr_reg == LME) operand_a <= data;      
            CONTROL     :   if(instr_reg[5]) carry <= carry_f_in;                        
        endcase
    end
endmodule
module cpu_top(
    clk,
    reset,
    res_o,
    data,
    address,
    wr_e,
    re_e,
    o_en
);
    input                   clk;
    input                   reset;
    inout       [7:0]       data;
    output wire [15:0]      address;
    output wire             wr_e;
    output wire             re_e;
    output wire             o_en;
    output wire             res_o;
    wire                    rst;
    wire                    clr_acc;
    wire                    en_acc;
    wire        [7:0]       operand_a;
    wire        [1:0]       operand_b;
    wire                    carry_en;
    wire                    carry_f_in;
    wire                    carry_flag;
    wire                    substrate;
    wire                    zero;
    assign rst = reset;
    assign res_o = reset;
    cpu_fsm FSM (
        .clk(clk),
        .rst(rst),
        .data(data),
        .address(address),
        .wr_e(wr_e),
        .re_e(re_e),
        .o_en(o_en),
        .clr_acc(clr_acc),
        .en_acc(en_acc),
        .carry_en(carry_en),
        .operand_a(operand_a),
        .operand_b(operand_b),
        .carry_f_in(carry_f_in),
        .carry_flag(carry_flag),
        .substrate(substrate),
        .zero(zero)
    );
    wire    [7:0]   data_out;
    wire            carry_in;
    wire            carry_out;
    wire    [7:0]   sum;
    wire    [7:0]   op_a;
    reg     [7:0]   op_b;
    assign  op_a =  (substrate)? (~operand_a) : operand_a;
    assign  zero = (!data_out);
    assign data = (!o_en && wr_e) ? data_out : 8'bZ;
    always @ (*)
    begin
        case(operand_b)
            2'b00   :  op_b = data_out;
            2'b01   :  op_b = 8'b0000_0000;
            2'b10   :  op_b = 8'b1111_1111;
            default :  op_b = 8'bZZZZ_ZZZZ;
        endcase
    end
    assign carry_f_in = carry_out;
    assign carry_in = (carry_en)? ((substrate)? ~carry_flag : carry_flag) : (substrate) ? (1'h1) : (1'h0);
    adder ADD(
        .term_a(op_a),
        .term_b(op_b),
        .sum(sum),
        .carry_in(carry_in),
        .carry_out(carry_out)
    );
    accumulator ACC(
        .DataIn(sum),
        .DataOut(data_out),
        .en(en_acc),
        .clr(clr_acc),
        .clk(clk),
        .rst(rst)
    );
endmodule
```
`/design/flow/run.sh`:
```
#!/bin/bash
# OpenROAD 26Q1-2900-gdf79404cd8, Yosys 0.63+post, stock flow scripts
make -C /OpenROAD-flow-scripts/flow DESIGN_CONFIG=/design/flow/config.mk WORK_HOME=/design/flow/orfs finish
```
`/design/flow/config.mk`:
```
export PLATFORM = sky130hd
export DESIGN_NAME = cpu_top
export DESIGN_NICKNAME = cpu_top
export VERILOG_FILES = /design/flow/design.v
export SDC_FILE = /design/flow/constraint.sdc
export NUM_CORES = 4
export LEC_CHECK = 1
export CORE_UTILIZATION = 40
```
==> Changelog: implementation <==
## Flow update

- DP Worst Slack: 1.185 ns
- Synth area leaders: dfrtp_1 41%, mux2_2 14%, ha_1 5.2%
- Post-synth top flop: dfrtp_1
- Yosys Chip Area: 3618 um^2
- Synthesis Warnings: 6
- I/O Pins: 30
- Final Wtd Congestion: 0.8730
- Root Buffer: clkbuf_8
- Post-placement cell area: 3925 um^2
- Synthesis-stage register bit count: 60
- Cell total after placement: 457
- Synth area leader: dfrtp_1
- Avg Cell Area, Syn: 10.74 um^2
- Clk buf depth: 2
- Clock sink count: 60
- Synth Seq Share: 0.4153
- Ys cells: 337
- Total CTS buffers: 9
- Last step reached: clock tree synthesis (4_1_cts)
- Stop err: [error] [KeplerFormal.cpp:679] Workflow failed: Iso has multiple drivers: .data0, data[0]$_DFFE_PP0P_.Q0
- Die W: 97.11 um
- Number of synthesized flops with an enable pin: 0
- Unique masters post-synth: 56
- Gate Count Post-Synth: 337
- Top-area cell share: 0.4080
- Setup Fix Bufs, Post-CTS: 0
- Detail Placement HPWL: 5368 um
- Ys async rst share: 1.000
- Area of the mapped netlist: 3618 um^2
- Row cnt: 34
- Post-cts gate resize count: 0
- Fp_density: 0.4149
- CTS Hold Bufs: 0
- H-tree Lvls: 3
- IO buf count: 21
- Die Y-Extent: 97.11 um
- Outcome: stopped before the end
==> cells in the mapped netlist (all sizes together) (3+ instances only) <==
cell type,count
nor2,17
nor2b,5
a21oi,9
inv,12
nand2,35
nand2b,5
nand3,13
ha,15
buf,10
nand4,3
dfrtp,59
a211oi,4
xnor2,9
mux2i,7
clkbuf,4
nor4,4
xor2,16
nor3,7
and3,6
o21ai,15
mux2,52
==> cells by family after synthesis <==
kind of cell             share of synthesized area
AND-OR/OR-AND                              0.08818
XOR/XNOR                                   0.06051
adder cells (fa/ha/maj)                    0.06293
buffers and inverters                      0.03527
flip-flops                                  0.4153
multiplexers                                0.1874
AND/OR/NAND/NOR                             0.1504
